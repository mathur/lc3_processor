$ cat ./run.sh
#!/bin/bash
# OpenROAD 26Q1-2900-gdf79404cd8, Yosys 0.63+post, stock flow scripts
make -C /OpenROAD-flow-scripts/flow DESIGN_CONFIG=/design/flow/config.mk WORK_HOME=/design/flow/orfs finish
$ cat ./config.mk
export PLATFORM = sky130hd
export DESIGN_NAME = mux16
export DESIGN_NICKNAME = mux16
export VERILOG_FILES = /design/flow/design.v
export SDC_FILE = /design/flow/constraint.sdc
export NUM_CORES = 4
export LEC_CHECK = 1
export CORE_AREA = 10 10 114 114
export DIE_AREA = 0 0 124 124
$ cat ./constraint.sdc
current_design mux16

set clk_period 6.5
set clk_io_pct 0.2

create_clock -name clk0 -period $clk_period

set non_clock_inputs [all_inputs -no_clocks]
set_input_delay [expr $clk_period * $clk_io_pct] -clock clk0 $non_clock_inputs
set_output_delay [expr $clk_period * $clk_io_pct] -clock clk0 [all_outputs]
$ cat ./design.v
package lc3b_types;
typedef logic  [15:0] lc3b_word;
typedef logic  [7:0] lc3b_byte;
typedef logic  [10:0] lc3b_offset11;
typedef logic  [4:0] lc3b_offset5;
typedef logic  [8:0] lc3b_offset9;
typedef logic  [5:0] lc3b_offset6;
typedef logic  [2:0] lc3b_reg;
typedef logic  [2:0] lc3b_nzp;
typedef logic  [1:0] lc3b_mem_wmask;
typedef logic  [127:0] lc3b_pmem_line;
typedef logic  [15:0]  lc3b_pmem_addr;
typedef logic  [3:0]   lc3b_cache_offset;
typedef logic  [2:0]   lc3b_cache_index;
typedef logic  [8:0]   lc3b_cache_tag;
typedef enum bit [3:0] {
    op_add  = 4'b0001,
    op_and  = 4'b0101,
    op_br   = 4'b0000,
    op_jmp  = 4'b1100,    
    op_jsr  = 4'b0100,    
    op_ldb  = 4'b0010,
    op_ldi  = 4'b1010,
    op_ldr  = 4'b0110,
    op_lea  = 4'b1110,
    op_not  = 4'b1001,
    op_rti  = 4'b1000,
    op_shf  = 4'b1101,
    op_stb  = 4'b0011,
    op_sti  = 4'b1011,
    op_str  = 4'b0111,
    op_trap = 4'b1111
} lc3b_opcode;
typedef enum bit [3:0] {
    alu_add,
    alu_and,
    alu_not,
    alu_pass,
    alu_sll,
    alu_srl,
    alu_sra
} lc3b_alu_op;
typedef struct packed {
    lc3b_opcode opcode;
    lc3b_alu_op alu_op;
    logic load_cc;
    logic load_pc;
    logic load_ir;
    logic load_regfile;
    logic load_mar;
    logic load_mdr;
    logic [2:0] pcmux_sel;
    logic storemux_sel;
	 logic storemux_sel_two;
    logic [2:0] alumux_sel;
	 logic [1:0] alumux_sel_two;
    logic [2:0] regfilemux_sel;
    logic [2:0] marmux_sel;
    logic [2:0] mdrmux_sel;
    logic mem_read;
    logic mem_write;
    logic [1:0] mem_byte_enable;
    logic br_addmux_sel;
    logic destmux_sel;
	 logic uses_sr1;
	 logic uses_sr2;
} lc3b_control_word;
endpackage : lc3b_types
module mux16 #(parameter width = 16)
(
    input [3:0] sel,
    input [width-1:0] a, b, c, d, e, f, g, h, i, j, k, l, m, n, o, p,
    output logic [width-1:0] out
);
    always_comb
    begin
        unique case (sel)
            4'b0000: out = a;
            4'b0001: out = b;
            4'b0010: out = c;
            4'b0011: out = d;
            4'b0100: out = e;
            4'b0101: out = f;
            4'b0110: out = g;
            4'b0111: out = h;
            4'b1000: out = i;
            4'b1001: out = j;
            4'b1010: out = k;
            4'b1011: out = l;
            4'b1100: out = m;
            4'b1101: out = n;
            4'b1110: out = o;
            4'b1111: out = p;
            default: out = a;
        endcase
    end
endmodule : mux16
==> metrics.yaml <==
drt-pass1-iter-count: 5
syn_to_final_growth_pct: 125
dpl.hpwl_um: 14800
maxCapViolCount: 0
outcome: "finished, final reports clean"
hold_viol: 0
min_from: "a[6]"
hold_depth: 4
setup_slack_ns: 1.19
antenna_found_initial: 1
ys_area_um2: 2180
via_per_inst: 5.30
final_cell_mix: "clkdlybuf4s50_1, a22oi_1, nor2_1, nand2_1"
clockBufferCount: 0
slew_headroom_pct: 42.3
grt_max_degree: 50
finalNonFillerCells: 704
irDropWorstVdd_v: 0.0000344
leakage_nw: 1.76
ys_seq_share_pct: 0
crit_fanout: 23
dp_cells: 704
place_area_um2: 4920
critPathKind: "in2out"
ys_cells: 326
highest_layer: "met5"
syn_area_um2: 2180
ant_nets: 0
drc_errors: 0
drt_iter0_drc: 228
drv_slew: 0
tightest_slew_ns: 0.865
synth_cells: 326
die_area_um2: 15400
setup_tns_ns: 0
core_area_um2: 10400
topCellsByArea: "a22oi_1, mux2_2, a22o_1"
layout_top_cell: "clkdlybuf4s50_1"
whs_endpoint: "out[6]"
drive_above_1_share_pct: 5.11
worstSetupEndpointType: "primary output"
port_buffers: 276
met2_length_um: 8710
synth_cell_types: 41
grt_setup_unrepaired: "no"
min_period_over_period_pct: 81.8
num_vias: 3729
yosysWarnings: 1
dp_slack_ns: 1.15
finalWorstPathRequiredPeriod_ns: 5.31
antenna_cells: 0
crit_arrival_ns: 4.01
final_area_um2: 4920
grt_util_all_layers_pct: 20.9
p_per_area_nw_per_um2: 65.8
seq_area_um2: 0
postCtsSetupBuffers: 0
rows: 37
start_kind: "input pin"
wl_per_cell_um: 24.7
fmax_mhz: 188
die_h_um: 124
finalSetupViolations: 0
top_area_cell: "a22oi_1"
core_util_floorplan_pct: 21.0
die-width_um: 124
grt_pass1_vias: 3803
flop-count: 0
routed_wl_um: 17400
hold_buffers: 0
synth_area_per_cell_um2: 6.70
dr_wl_met3_um: 1810
io_pins: 276
cts.repair.resized: 0
synth.top_cell.area_share_pct: 18.6
hp-class: "in2out"
warnings: 32
worstPathRequired_ns: 5.20
place.gp.congestion: 0.974
grt_overflow: 0
grt_pass1_wl_um: 24400
wl_met1_um: 6710
## final cells by class
cell class                 count  area, um^2
fill                        1068        5490
inverter                       3        11.3
multi-input combinational    282        1950
timing repair buffer         283        2800
tap                          136         170
## kinds of logic after synthesis
family,share of synthesized area (%)
buffers and inverters,10.9
muxes,9.56
and+or+nand+nor,19.3
AOI/OAI and AO/OA,60.3
## critical path, cell delays in order
cell             delay, ns
buf_2                 0.38
buf_4                 0.35
and2_1                0.25
and2b_1               0.54
a22oi_1               0.14
a22o_1                0.26
a31oi_1               0.24
clkdlybuf4s50_1       0.54
## how the worst max path moves through the flow
stage         slack [ns]      end  cells past startpoint    from
global route        0.95  out[11]                      8  sel[1]
CTS                 1.14  out[11]                      8  sel[1]
finish              1.19  out[11]                      8  sel[1]
## power by group
group          leakage [nW]  internal, mW  switching [mW]  total [mW]
sequential                0             0               0           0
combinational          1.76         0.214           0.110       0.324
clock                     0             0               0           0
## cell usage after synthesis, drive strengths merged
cell	n
inv	3
o2bb2ai	12
and2b	1
a22oi	54
o31ai	1
mux4	1
and3	6
o22ai	13
a211oi	4
buf	30
a21oi	17
o21ai	3
o32a	3
mux2	13
a22o	16
a221oi	14
and2	3
a311o	1
a32oi	3
nor3b	2
a221o	1
clkbuf	11
nand4	2
a211o	12
or2	2
o221ai	3
a31oi	17
nand2b	2
nor2b	6
nand2	32
nor2	33
a2bb2o	1
mux2i	4
## layer usage
layer	global-route usage [%]	up-vias
met2	36.3	192
met4	2.23	2
li1	-	1806
met5	0	-
met1	25.4	1719
met3	6.57	10
## per-stage QoR
step	hold slack, ns	power, mW	utilization [%]
2_1_floorplan	2.68	0.110	-
3_3_place_gp	3.56	0.324	47.3
3_5_place_dp	3.56	0.324	47.3
4_1_cts	3.56	0.326	47.3
5_1_grt	3.59	0.348	47.3
6_report	3.55	0.324	47.3
Power and IR drop assume default switching activity.
