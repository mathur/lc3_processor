==> design/flow/design.v <==
package lc3b_types;
typedef logic  [15:0] lc3b_word;
typedef logic  [7:0] lc3b_byte;
typedef logic  [10:0] lc3b_offset11;
typedef logic  [4:0] lc3b_offset5;
typedef logic  [8:0] lc3b_offset9;
typedef logic  [5:0] lc3b_offset6;
typedef logic  [2:0] lc3b_reg;
typedef logic  [2:0] lc3b_nzp;
typedef logic  [1:0] lc3b_mem_wmask;
typedef logic  [127:0] lc3b_pmem_line;
typedef logic  [15:0]  lc3b_pmem_addr;
typedef logic  [3:0]   lc3b_cache_offset;
typedef logic  [2:0]   lc3b_cache_index;
typedef logic  [8:0]   lc3b_cache_tag;
typedef enum bit [3:0] {
    op_add  = 4'b0001,
    op_and  = 4'b0101,
    op_br   = 4'b0000,
    op_jmp  = 4'b1100,    
    op_jsr  = 4'b0100,    
    op_ldb  = 4'b0010,
    op_ldi  = 4'b1010,
    op_ldr  = 4'b0110,
    op_lea  = 4'b1110,
    op_not  = 4'b1001,
    op_rti  = 4'b1000,
    op_shf  = 4'b1101,
    op_stb  = 4'b0011,
    op_sti  = 4'b1011,
    op_str  = 4'b0111,
    op_trap = 4'b1111
} lc3b_opcode;
typedef enum bit [3:0] {
    alu_add,
    alu_and,
    alu_not,
    alu_pass,
    alu_sll,
    alu_srl,
    alu_sra
} lc3b_alu_op;
typedef struct packed {
    lc3b_opcode opcode;
    lc3b_alu_op alu_op;
    logic load_cc;
    logic load_pc;
    logic load_ir;
    logic load_regfile;
    logic load_mar;
    logic load_mdr;
    logic [2:0] pcmux_sel;
    logic storemux_sel;
	 logic storemux_sel_two;
    logic [2:0] alumux_sel;
	 logic [1:0] alumux_sel_two;
    logic [2:0] regfilemux_sel;
    logic [2:0] marmux_sel;
    logic [2:0] mdrmux_sel;
    logic mem_read;
    logic mem_write;
    logic [1:0] mem_byte_enable;
    logic br_addmux_sel;
    logic destmux_sel;
	 logic uses_sr1;
	 logic uses_sr2;
} lc3b_control_word;
endpackage : lc3b_types
module mux2 #(parameter width = 16)
(
input sel,
input [width-1:0] a, b,
output logic [width-1:0] f
);
always_comb
begin
if (sel == 0)
f = a;
else
f = b;
end
endmodule : mux2
module mux4 #(parameter width = 16)
(
input [1:0] sel,
input [width-1:0] a, b, c, d,
output logic [width-1:0] f
);
always_comb
begin
if (sel == 2'b00)
f = a;
else if (sel == 2'b01)
f = b;
else if (sel == 2'b10)
f = c;
else
f = d;
end
endmodule : mux4
module mux8 #(parameter width = 16)
(
input [2:0] sel,
input [width-1:0] a, b, c, d, e, f, g, h,
output logic [width-1:0] i
);
logic [width - 1:0] mux_a_out;
logic [width - 1:0] mux_b_out;
mux4 #(.width(width)) mux_a
(
    .sel(sel[1:0]),
    .a(a),
    .b(b),
    .c(c),
    .d(d),
    .f(mux_a_out)
);
mux4 #(.width(width)) mux_b
(
    .sel(sel[1:0]),
    .a(e),
    .b(f),
    .c(g),
    .d(h),
    .f(mux_b_out)
);
mux2 #(.width(width)) out_mux
(
	 .a(mux_a_out),
	 .b(mux_b_out),
	 .sel(sel[2]),
	 .f(i)
);
endmodule : mux8
==> design/flow/run.sh <==
#!/bin/bash
# OpenROAD 26Q1-2900-gdf79404cd8, Yosys 0.63+post, stock flow scripts
make -C /OpenROAD-flow-scripts/flow DESIGN_CONFIG=/design/flow/config.mk WORK_HOME=/design/flow/orfs finish
==> design/flow/config.mk <==
export PLATFORM = sky130hd
export DESIGN_NAME = mux8
export DESIGN_NICKNAME = mux8
export VERILOG_FILES = /design/flow/design.v
export SDC_FILE = /design/flow/constraint.sdc
export NUM_CORES = 4
export LEC_CHECK = 1
export CORE_AREA = 10 10 107 107
export DIE_AREA = 0 0 117 117
==> design/flow/constraint.sdc <==
current_design mux8

set clk_period 6.9
set clk_io_pct 0.2

create_clock -name clk0 -period $clk_period

set non_clock_inputs [all_inputs -no_clocks]
set_input_delay [expr $clk_period * $clk_io_pct] -clock clk0 $non_clock_inputs
set_output_delay [expr $clk_period * $clk_io_pct] -clock clk0 [all_outputs]
==> summary.txt <==
flow finished, numbers: worst path bufs/invs 3, status finished, final reports clean, row cnt 35, crit start category primary input, Unique cell types 8, Max-cap violations 0, top sig layer met4, Req. time, crit path 5520 ps, initial core utilization 11.7%, Ports 147, Post-CTS Resized 0, routed wl met2 2.89 mm, vias in the first global route 1,472, Core ar. 0.00920 mm², CP Capture Type primary output, vias 1,244, Synth-to-Final Area Change 144%, Ant. Diodes 0, IO Port Bufs 147, Worst slew margin 46.3%, initial antenna violation count 0, die area 0.0137 mm², fin crit period 5190 ps, filler cell count 953, Commonest Layout Cell clkdlybuf4s50_1, worst min path class in2out, synthesized area 0.00108 mm², leakage 0.972 nW, DR iter-0 viols 21, largest net degree at the start of global routing 33, met3 routed WL 569 µm, first-pass GRT wire length 8.31 mm, Max FO, Critical Path 17, gpl congestion 0.706, drt first pass iters 4, cell mode on critical path clkdlybuf4s50_1, Final Max Tran Viols 0, HPWL Detailed 5.02 mm, CP delay by family, top buffers and inverters, Sequential Area 0 µm², # DRC 0, Fin. Hold Viols 0, chip area line of the yosys report 0.00108 mm², Max stage delay cell, worst path clkdlybuf4s50_1, ys cells 58, Post-CTS Setup Bufs 0, final global-route overflow total 0, VDD IR-drop max 17.8 µV, sequential share of the synthesized area 0%, gr usage total 7.90%, Critical Path Max Stage Delay 990 ps, worst slew pin tran 803 ps, CP cell instances clkdlybuf4s50_1 -> buf_4 -> mux4_1 -> mux2_2 -> clkdlybuf4s50_1, WL/cell 18.7 µm, Die Width 117 µm, RSZ-0062 raised after global routing false, Worst EP arrival 3810 ps, OpenROAD warning count 32, share of layout cells above drive strength 1 12.1%, Setup Viol. Count Final 0, WL final 5.76 mm, CTS Hold Bufs 0, Synth Warn # 2, Clock buffer cells 0, Synth Instances 58, post-route met1 wirelength 2.26 mm, Hold WS 4000 ps, commonest cells after routing, fill and taps aside clkdlybuf4s50_1, mux4_1, mux2_2, Total Power 0.000150 W, Vias/cell 4.03, PD cells 56.8 mW/mm², Post-DP Area 0.00263 mm², f_max 0.193 GHz, CP Class in2out, syn avg cell area 18.6 µm², post-route cell area 0.00263 mm², setup tns final 0 ps, period utilization 75.2%, seq_cells 0, post-route ant nets 0, Die Y 117 µm
[synthesized netlist by cell type]
cell,n,area share [%]
mux4_1,28,68
mux2_2,16,17
mux4_2,4,8.3
buf_6,3,3.1
clkbuf_1,3,1.0
buf_2,2,0.93
buf_1,1,0.35
buf_8,1,1.4
[final timing paths]
check / slack (ps) / to / from / cells after the start
max: 1710 / i[1] / sel[1] / 5
min: 4000 / i[6] / e[6] / 4
[per-stage QoR]
| stage | util (%) | worst slack, ps | std cells |
|---|---|---|---|
| 2_1_floorplan | - | 3100 | 58 |
| 3_3_place_gp | 28.6 | 1680 | 309 |
| 3_5_place_dp | 28.6 | 1650 | 309 |
| 4_1_cts | 28.6 | 1640 | 309 |
| 5_1_grt | 28.6 | 1530 | 309 |
| 6_report | 28.6 | 1710 | 309 |
[power breakdown]
part           leakage [nW]  switching, W  internal, W  total (W)
clock network             0             0            0          0
registers                 0             0            0          0
logic                 0.972     0.0000292     0.000120   0.000150
[cells by family after synthesis]
| logic type | Yosys count | share of synthesized area (%) |
|---|---|---|
| multiplexers | 48 | 93.2 |
| buffers and inverters | 10 | 6.84 |
[area by class of cell]
class / count / area (µm²) / share of cell area (%)
multi-input cells: 48 / 1010 / 38.2
repair buffers: 150 / 1490 / 56.5
well taps: 111 / 139 / 5.27
[layer usage]
layer,vias to the layer above,global-route usage [%]
met5,-,0
met4,0,0.412
met3,2,2.73
met2,75,14.2
met1,583,9.27
li1,584,-
Power and IR drop assume default switching activity.
