==> /design/flow/design.v <==
package lc3b_types;
typedef logic  [15:0] lc3b_word;
typedef logic  [7:0] lc3b_byte;
typedef logic  [10:0] lc3b_offset11;
typedef logic  [4:0] lc3b_offset5;
typedef logic  [8:0] lc3b_offset9;
typedef logic  [5:0] lc3b_offset6;
typedef logic  [2:0] lc3b_reg;
typedef logic  [2:0] lc3b_nzp;
typedef logic  [1:0] lc3b_mem_wmask;
typedef logic  [127:0] lc3b_pmem_line;
typedef logic  [15:0]  lc3b_pmem_addr;
typedef logic  [3:0]   lc3b_cache_offset;
typedef logic  [2:0]   lc3b_cache_index;
typedef logic  [8:0]   lc3b_cache_tag;
typedef enum bit [3:0] {
    op_add  = 4'b0001,
    op_and  = 4'b0101,
    op_br   = 4'b0000,
    op_jmp  = 4'b1100,    
    op_jsr  = 4'b0100,    
    op_ldb  = 4'b0010,
    op_ldi  = 4'b1010,
    op_ldr  = 4'b0110,
    op_lea  = 4'b1110,
    op_not  = 4'b1001,
    op_rti  = 4'b1000,
    op_shf  = 4'b1101,
    op_stb  = 4'b0011,
    op_sti  = 4'b1011,
    op_str  = 4'b0111,
    op_trap = 4'b1111
} lc3b_opcode;
typedef enum bit [3:0] {
    alu_add,
    alu_and,
    alu_not,
    alu_pass,
    alu_sll,
    alu_srl,
    alu_sra
} lc3b_alu_op;
typedef struct packed {
    lc3b_opcode opcode;
    lc3b_alu_op alu_op;
    logic load_cc;
    logic load_pc;
    logic load_ir;
    logic load_regfile;
    logic load_mar;
    logic load_mdr;
    logic [2:0] pcmux_sel;
    logic storemux_sel;
	 logic storemux_sel_two;
    logic [2:0] alumux_sel;
	 logic [1:0] alumux_sel_two;
    logic [2:0] regfilemux_sel;
    logic [2:0] marmux_sel;
    logic [2:0] mdrmux_sel;
    logic mem_read;
    logic mem_write;
    logic [1:0] mem_byte_enable;
    logic br_addmux_sel;
    logic destmux_sel;
	 logic uses_sr1;
	 logic uses_sr2;
} lc3b_control_word;
endpackage : lc3b_types
module array #(parameter width = 128)
(
    input clk,
    input write,
    input [2:0] index,
    input [width-1:0] datain,
    output logic [width-1:0] dataout
);
logic [width-1:0] data [7:0];
initial
begin
    for (int i = 0; i < $size(data); i++)
    begin
        data[i] = 1'b0;
    end
end
always_ff @(posedge clk)
begin
    if (write == 1)
    begin
        data[index] = datain;
    end
end
assign dataout = data[index];
endmodule : array
==> /design/flow/constraint.sdc <==
current_design array

set clk_period 18.1
set clk_io_pct 0.2

create_clock -name clk0 -period $clk_period [get_ports {clk}]

set non_clock_inputs [all_inputs -no_clocks]
set_input_delay [expr $clk_period * $clk_io_pct] -clock clk0 $non_clock_inputs
set_output_delay [expr $clk_period * $clk_io_pct] -clock clk0 [all_outputs]
==> /design/flow/config.mk <==
export PLATFORM = sky130hd
export DESIGN_NAME = array
export DESIGN_NICKNAME = array
export VERILOG_FILES = /design/flow/design.v
export SDC_FILE = /design/flow/constraint.sdc
export NUM_CORES = 4
export LEC_CHECK = 1
export CORE_UTILIZATION = 30
==> /design/flow/run.sh <==
#!/bin/bash
# OpenROAD 26Q1-2900-gdf79404cd8, Yosys 0.63+post, stock flow scripts
make -C /OpenROAD-flow-scripts/flow DESIGN_CONFIG=/design/flow/config.mk WORK_HOME=/design/flow/orfs finish
==> impl_metrics.yaml <==
# yosys + openroad results
route:
  routedWlPerCell_um: 22.8
  routed_via_density: 4.81
  drtIter0Drc: 961
  firstDrtPassIters: 4
  drc: 0
  vias: 18072
  detail-route-antenna-nets: 0
  routed_wl_mm: 85.6
worst_setup_path:
  worstSetupPathType: "input port to output port"
  critPathCaptureType: "output port"
  path_delay_family: "buffers and inverters"
  cpPeakStageDelay_ps: 710
  critPathLaunchType: "input port"
  slowest_stage: "buf_4"
  cp.arrival_ps: 7530
  critPathBufInv: 5
  critPathLaunch: "index[0]"
  cp_max_fo: 70
  crit_chain: "buf_8 -> buf_4 -> buf_4 -> buf_4 -> mux4_2 -> mux2_2 -> clkdlybuf4s50_1"
  worst_path_most_repeated_cell: "buf_4"
  cp.required_ps: 14480
synthesis:
  ys.flops: 1024
  avgSynthCellArea_um2: 23.1
  yosysSeqAreaShare_pct: 79.5
  yosys_area_um2: 38700
  synth_area_um2: 38700
  syn_inst: 1678
  ys_cells: 1678
  ys_warn_count: 1
  ys_types: 19
clock_tree:
  cts_tree: "built"
  cts_root_buf: "clkbuf_16"
  ctsResizeCount: 0
  cts_max_level: 3
  cts_buffers: 107
  clk_path_buf_depth: 3
  cts_hold_buf: 0
  clock_sinks: 1024
  cts_setup_buffers: 0
  clk_pin_slew_ps: 60
grt:
  grtUsageTotal_pct: 14.0
  grt_busiest_layer: "met2"
  grt_antenna_before_repair: 24
  grt_pass1_wl_mm: 126
  gr-usage-met2_pct: 21.6
  use_met1_pct: 14.7
  grt-ovfl-total: 0
  use_met3_pct: 12.0
  grt_pass1_vias: 20515
  grt_max_degree: 71
min_path:
  hp-class: "input port to flop"
  min_from: "datain[44]"
die:
  io_pins: 261
  core_util_floorplan_pct: 30.3
  fp-row-count: 131
  chipHeight_um: 361
  chipArea_um2: 130000
  core_um2: 128000
  die_w_um: 361
sta:
  slew_headroom_pct: 47.9
  hold_ws_ps: 3630
  final_max_slew_viol_count: 0
  hold_violations: 0
  finalCriticalPeriod_ps: 11150
  final-setup-viol-count: 0
  max_slew.worst_pin.slew_ps: 782
  tns_ps: 0
  fin_crit_sh_pct: 61.6
  rsz0062_at_grt: "false"
  fmaxAchievable_mhz: 89.7
placement:
  port_buffers: 260
  place_congestion: 0.736
  place_area_um2: 43400
  hpwl_mm: 45.1
  dp_cells: 3558
finish:
  area_growth_pct: 21.0
  largest_register_ffs: 1024
  finalNonFillerCells: 3755
  final_area_um2: 46800
  drive_above_1_share_pct: 28.5
run:
  warning_count: 26
  cap_violations: 0
power_and_ir_drop:
  power.leakage_nw: 14.5
  p_per_area_nw_per_um2: 110
  ir_worst_vdd_v: 0.0000725
outcome:
  status: "finished, final reports clean"
-- routing by layer --
layer	part of all wire, %	wire, um	up-vias
met2	48	41100	1229
li1	-	-	7751
met1	32	27800	8881
met3	17	14700	163
met4	1.9	1650	48
met5	0.44	374	-
-- report_power, final --
| group | leakage (nW) | internal, mW | total [mW] | switching, mW |
|---|---|---|---|---|
| Clock | 1.69 | 1.26 | 2.14 | 0.880 |
| Sequential | 9.30 | 2.69 | 2.71 | 0.0158 |
| Combinational | 3.52 | 0.170 | 0.323 | 0.153 |
-- logic make-up (layout without fill, tap and decap cells) --
kind of cell	Yosys count	after routing	share of synthesized area, %
buffers and inverters	93	507	1.34
other	0	1	0
multiplexers	383	383	16.3
flip-flops	1024	1024	79.5
AND/OR/NAND/NOR	57	57	0.595
AND-OR/OR-AND	121	121	2.35
-- layout make-up --
class,instances,area (um^2)
clock buffer,138,2840
inverter,2,7.51
fill,11256,80900
antenna,1,2.50
sequential,1024,30700
multi-input combinational,561,7510
clock inverter,58,642
timing repair buffer,309,3010
tap,1662,2080
-- placed cells by master, fill, tap and decap left out --
cell type and count:
nor2b_4 2, clkinv_16 2, and2_2 1, buf_6 1
nor2_4 6, edfxtp_1 1024, nor3_2 3, o211ai_1 39
a22oi_1 79, buf_4 47, mux2_2 207, nand2_1 43
clkinv_1 18, clkinvlp_4 3, inv_16 2, nand2b_1 1
o21ai_0 1, clkbuf_1 29, a221oi_1 2, clkdlybuf4s50_1 257
clkinv_2 19, inv_1 2, bufinv_16 11, clkbuf_16 109
buf_8 2, diode_2 1, inv_6 3, nor2b_1 1
mux4_2 176, buf_12 2
-- metrics by stage --
| stage | utilization, % | power (mW) | setup slack, ps |
|---|---|---|---|
| floorplan | - | 2.91 | 4360 |
| global placement | 34.0 | 3.08 | 6920 |
| detailed placement | 34.0 | 3.09 | 6850 |
| CTS | 36.7 | 5.24 | 6830 |
| global route | 36.7 | 5.36 | 6660 |
| finish | 36.7 | 5.17 | 6950 |
-- cell usage after synthesis, drive strengths merged --
cell	instances	area, um^2
a221oi	2	17.5
a22oi	79	593
and2	1	6.26
buf	51	359
clkbuf	40	150
edfxtp	1024	30700
inv	2	7.51
mux2	207	2330
mux4	176	3960
nand2	43	161
nand2b	1	6.26
nor2	6	22.5
nor2b	3	18.8
nor3	3	15.0
o211ai	39	293
o21ai	1	5.00
-- final timing paths --
path | end | slack [ps] | cells past startpoint
worst max-delay path | dataout[76] | 6950 | 7
worst min-delay path | data[5][44] | 3630 | 1
Power and IR drop assume default switching activity.
